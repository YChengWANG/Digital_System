File: design/flow/config.mk
export PLATFORM = sky130hd
export DESIGN_NAME = lab5_FPGA
export DESIGN_NICKNAME = lab5_FPGA
export VERILOG_FILES = /design/flow/design.v
export SDC_FILE = /design/flow/constraint.sdc
export NUM_CORES = 4
export LEC_CHECK = 1
export CORE_UTILIZATION = 50
File: design/flow/constraint.sdc
current_design lab5_FPGA

set clk_period 5.3
set clk_io_pct 0.2

create_clock -name clk0 -period $clk_period [get_ports {MAX10_CLK1_50}]

set non_clock_inputs [all_inputs -no_clocks]
set_input_delay [expr $clk_period * $clk_io_pct] -clock clk0 $non_clock_inputs
set_output_delay [expr $clk_period * $clk_io_pct] -clock clk0 [all_outputs]
File: design/flow/design.v
module lab5_FPGA(
	input 		          		ADC_CLK_10,
	input 		          		MAX10_CLK1_50,
	input 		          		MAX10_CLK2_50,
	output		     reg [7:0]		HEX0,
	output		     reg [7:0]		HEX1,
	output		     reg [7:0]		HEX2,
	output		     reg [7:0]		HEX3,
	output		     reg [7:0]		HEX4,
	output		     reg [7:0]		HEX5,
	input 		     [1:0]		KEY,
	output		     reg [9:0]		LEDR,
	input 		     [9:0]		SW
);
   reg out0,out1,out2,out3,out4,out5,out6,out7,out8,out9,
	     out10,out11,out12,out13,out14,out15,out16,out17,out18,out19;
	reg reset;
	reg go;
	wire [3:0] clkout; 
   wire clk;
	wire [7:0]countout;
	reg out_reset1;
	reg out_reset2;
	reg [19:0] count,count_c;
	reg [23:0] countt,countt_c;
	wire en_freq4;
	reg [7:0] ssg1;
	reg [7:0] ssg2;
	reg [3:0]cnt;
	reg out_c;
	wire clk_in;
	reg en_increment;
   reg [3:0] cntout1;
	reg [3:0] cntout2;
always @(*) begin
    count_c = count + 20'h00001;  
	 countt_c = countt + 20'h00001;  
    en_increment = 1'b0;  
  if (count == 20'hfffff && SW[1]==1'b1) begin
    count_c = 20'h00000;  
    en_increment = 1'b1;  
  end
  else if (countt == 24'hffffff && SW[1]==1'b0)begin
    countt_c = 20'h00000;  
    en_increment = 1'b1;  
  end
end
always @(*)begin
   if ( KEY[0] == 1'b0) out_c = 1'b1;
	else if (KEY[1]==1'b0) out_c = 1'b0;
	else if ( out19 == 1'b1 && SW[9]==0) out_c = 1'b1;
   else if ( out0 == 1'b1 && SW[9]==1) out_c = 1'b1;  
	else out_c = 1'b0;
end
always @(posedge MAX10_CLK1_50) begin
    count <= #1 count_c;
	 countt <= #1 countt_c;
  if(SW[0]==1'b1) begin
      out0 <= #1 1'b0;  	
		out1 <= #1 1'b0;
		out2 <= #1 1'b0;
		out3 <= #1 1'b0;
		out4 <= #1 1'b0;
		out5 <= #1 1'b0;
		out6 <= #1 1'b0;
		out7 <= #1 1'b0;
		out8 <= #1 1'b0;
		out9 <= #1 1'b0;
		out10 <= #1 1'b0;
		out11 <= #1 1'b0;
		out12 <= #1 1'b0;
		out13 <= #1 1'b0;
		out14 <= #1 1'b0;
		out15 <= #1 1'b0;
		out16 <= #1 1'b0;
		out17 <= #1 1'b0;
		out18 <= #1 1'b0;
		out19 <= #1 1'b0;
  end
  else if (en_increment == 1'b1 && SW[9] == 1'b0) begin
      out0 <= #1 out_c;  	
		out1 <= #1 out0;
		out2 <= #1 out1;
		out3 <= #1 out2;
		out4 <= #1 out3;
		out5 <= #1 out4;
		out6 <= #1 out5;
		out7 <= #1 out6;
		out8 <= #1 out7;
		out9 <= #1 out8;
		out10 <= #1 out9;
		out11 <= #1 out10;
		out12 <= #1 out11;
		out13 <= #1 out12;
		out14 <= #1 out13;
		out15 <= #1 out14;
		out16 <= #1 out15;
		out17 <= #1 out16;
		out18 <= #1 out17;
		out19 <= #1 out18;
  end
  else if (en_increment == 1'b1 && SW[9] == 1'b1) begin
      out19 <= #1 out_c;  	
		out18 <= #1 out19;
		out17 <= #1 out18;
		out16 <= #1 out17;
		out15 <= #1 out16;
		out14 <= #1 out15;
		out13 <= #1 out14;
		out12 <= #1 out13;
		out11 <= #1 out12;
		out10 <= #1 out11;
		out9 <= #1 out10;
		out8 <= #1 out9;
		out7 <= #1 out8;
		out6 <= #1 out7;
		out5 <= #1 out6;
		out4 <= #1 out5;
		out3 <= #1 out4;
		out2 <= #1 out3;
		out1 <= #1 out2;
		out0 <= #1 out1;
  end
end
always@(*)begin
     HEX0[2:1] = 2'b11;
     HEX0[7:4] = 4'b1111;
     HEX1[2:1] = 2'b11;
     HEX1[7:4] = 4'b1111;
     HEX2[2:1] = 2'b11;
     HEX2[7:4] = 4'b1111;
     HEX3[2:1] = 2'b11;
     HEX3[7:6] = 2'b11;
	  LEDR[0] = out0;
	  LEDR[1] = out1;
	  LEDR[2] = out2;
	  LEDR[3] = out3;
	  LEDR[4] = out4;
	  LEDR[5] = out5;
	  LEDR[6] = out6;
	  LEDR[7] = out7;
	  LEDR[8] = out8;
	  LEDR[9] = out9;
	  HEX0[0] = ~out10;
	  HEX1[0] = ~out11;
	  HEX2[0] = ~out12;
	  HEX3[0] = ~out13;
	  HEX3[5] = ~out14;
	  HEX3[4] = ~out15;
	  HEX3[3] = ~out16;
	  HEX2[3] = ~out17;
	  HEX1[3] = ~out18;
	  HEX0[3] = ~out19;
end
always@(posedge MAX10_CLK1_50)begin
 if (en_increment == 1'b1)begin
  if(SW[0] == 1'b1)begin
   cntout1 <= #1 4'b0;
	cntout2 <= #1 4'b0;
  end	
  else if (out15 == 1'b1 && SW[9] == 1'b0)begin
   if (cntout1 < 4'hf)cntout1 <= #1 cntout1+1'b1;
	else begin cntout1 <= #1 4'b0; cntout2 <= #1 cntout2+1'b1;end
  end
  else if (out15 == 1'b1 && SW[9] == 1'b1)begin
   if (cntout1==4'h0)
	  begin 
	   cntout1 <= #1 4'hf;
	   if (cntout2==4'h0) cntout2 <= #1 4'hf;
		else cntout2 <= #1 cntout2-1'b1;
	  end
   else  cntout1 <= #1 cntout1-1'b1; 
  end
 end
end
always @(*) begin
   case(cntout1)
	 0: ssg1 = 8'b11000000 ;
	 1: ssg1 = 8'b11111001 ;
	 2: ssg1 = 8'b10100100 ;
	 3: ssg1 = 8'b10110000 ;
	 4: ssg1 = 8'b10011001 ;
	 5: ssg1 = 8'b10010010 ;
	 6: ssg1 = 8'b10000010 ;
	 7: ssg1 = 8'b11111000 ;
	 8: ssg1 = 8'b10000000 ;
	 9: ssg1 = 8'b10010000 ;
	 10: ssg1 = 8'b10001000 ;
	 11: ssg1 = 8'b10000011 ;
	 12: ssg1 = 8'b11000110 ;
	 13: ssg1 = 8'b10100001 ;
	 14: ssg1 = 8'b10000110 ;
	 15: ssg1 = 8'b10001110 ;
	 default begin ssg1 = 8'b11000000 ; end
 endcase
   case(cntout2)
	 0: ssg2 = 8'b11000000 ;
	 1: ssg2 = 8'b11111001 ;
	 2: ssg2 = 8'b10100100 ;
	 3: ssg2 = 8'b10110000 ;
	 4: ssg2 = 8'b10011001 ;
	 5: ssg2 = 8'b10010010 ;
	 6: ssg2 = 8'b10000010 ;
	 7: ssg2 = 8'b11111000 ;
	 8: ssg2 = 8'b10000000 ;
	 9: ssg2 = 8'b10010000 ;
	 10: ssg2 = 8'b10001000 ;
	 11: ssg2 = 8'b10000011 ;
	 12: ssg2 = 8'b11000110 ;
	 13: ssg2 = 8'b10100001 ;
	 14: ssg2 = 8'b10000110 ;
	 15: ssg2 = 8'b10001110 ; 
	 default begin ssg2 = 8'b11000000 ; end
 endcase
end
always@(*)begin
    HEX4 = ssg1;
    HEX5 = ssg2;
end
endmodule
File: design/flow/run.sh
#!/bin/bash
# OpenROAD 26Q1-2900-gdf79404cd8, Yosys 0.63+post, stock flow scripts
make -C /OpenROAD-flow-scripts/flow DESIGN_CONFIG=/design/flow/config.mk WORK_HOME=/design/flow/orfs finish
==> impl_metrics.py <==
# Metrics from the implementation run
metrics = {
    "detailed_routing": {
        "viasPerCell": 5.25,
        "first_pass_iters": 5,
        "n_antenna_cell": 0,
        "routedWlPerCell_um": 13.0,
        "vias": 3639,
        "routed_wl_mm": 9.00,
        "ant_nets": 0,
        "drcViolationCount": 0,
        "drt_iter0_drc": 98,
    },
    "hold_path": {
        "holdPathStages": 1,
        "hold_class": "flip-flop to flip-flop",
        "hp-start": "count[0]",
    },
    "critical_path": {
        "critPathCaptureType": "flip-flop",
        "critPathRequiredTime_ps": 5530,
        "rr_worst_depth": 12,
        "crit-reg2reg-launch": "count[3]",
        "arrival_ps": 4030,
        "critPathKind": "input pin to flip-flop",
        "crit_start": "SW[1]",
        "crit_fanout": 7,
        "startpoint_type": "input pin",
    },
    "synth": {
        "ys.flops": 86,
        "yosysTopAreaCellShare_pct": 32.6,
        "syn_area_sq_um": 4780,
        "netlist_instances": 534,
        "yosys.cell_types.count": 64,
        "edf_count": 8,
        "ff_type": "dfxtp_1",
        "yosys-stat-cells": 534,
        "syn_avg_cell_area_sq_um": 8.96,
        "ys_area_sq_um": 4780,
        "ys_async_sr_fraction_pct": 0,
        "yosysWarnings": 1,
        "top_cells_by_area": "dfxtp_1 (33%), mux2i_1 (6.3%), buf_4 (5.6%)",
        "top_area_cell": "dfxtp_1",
        "ys_seq_share_pct": 37.7,
    },
    "run": {
        "warnings": 46,
        "cap_violations": 0,
    },
    "floorplanning": {
        "chipArea_sq_um": 9960,
        "fp.dieW_um": 99.8,
        "fp-row-count": 35,
        "die_height_um": 99.8,
        "initial_core_util_pct": 51.8,
        "ios": 73,
        "core-area_sq_um": 9240,
    },
    "layout": {
        "layout-drive-gt1-share_pct": 7.27,
        "area_growth_pct": 12.0,
        "fill_cells": 831,
    },
    "power": {
        "p_switching_mw": 0.244,
        "p_total_mw": 1.23,
        "comb_power_share_pct": 2.0,
        "p_per_area_nw_per_um2": 229,
        "switching_share_pct": 19.8,
        "internal-power_mw": 0.985,
        "clockPowerShare_pct": 44.8,
        "p_seq_share_pct": 53.3,
        "p_leak_nw": 2.01,
        "peakVddDrop_uv": 246,
    },
    "final_timing": {
        "skew_ps": 6.97,
        "clock.fmax_ghz": 0.263,
        "slew_headroom_pct": 39.0,
        "hold_ws_ps": 455,
        "finalHoldViolCount": 0,
        "rsz0062_at_grt": "no",
        "worst_pin_slew_ps": 910,
        "finalClockPeriodUsage_pct": 71.7,
        "maxSlewViolCount": 0,
        "finalSetupTns_ps": 0,
        "finalSetupViolations": 0,
        "fin_crit_ps": 3800,
    },
    "clock_network": {
        "numCtsBuffers": 9,
        "clk_latency_ps": 360,
        "postCtsResizedCells": 0,
        "cts_root_buffer": "clkbuf_8",
        "path_clk_slew_ps": 80,
        "cts_tree": "built",
        "cts_setup_buffers": 0,
        "cts_max_path_buffers": 2,
        "clock-sinks": 86,
        "ctsHtreeMaxLevel": 3,
        "cts_hold_buffers": 0,
    },
    "grt": {
        "met1_usage_pct": 29.2,
        "grt_usage_pct": 19.5,
        "gr-usage-met2_pct": 31.3,
        "grt_start_max_net_pins": 41,
        "grt_pass1_vias": 3390,
        "grt_pass1_wl_mm": 15.5,
        "grt_antenna_before_repair": 0,
        "gr-total-overflow": 0,
        "gr-max-usage-layer": "met2",
        "grt_util_met3_pct": 3.82,
    },
    "placed_design": {
        "io_buffers": 39,
        "hpwl_mm": 6.25,
        "place_congestion": 0.873,
    },
    "run_status": {
        "status": "completed",
    },
}
## Yosys cell counts, types with 4 or more instances
master and count:
a211oi_1 20, a21oi_1 16, a31oi_1 5, and3_1 4, buf_2 4, buf_4 36, clkbuf_1 10, dfxtp_1 78
edfxtp_1 8, ha_1 18, inv_1 27, mux2_2 6, mux2i_1 30, nand2_1 28, nand2b_1 10, nand3_1 17
nand4_1 12, nor2_1 67, nor2b_1 4, nor3_1 11, o21ai_0 13, o31ai_1 5, or2_2 4, or3_1 5
xnor2_1 24, xor2_1 15
## cell families (layout without fill, tap and decap cells)
logic type      count (synthesis)  count (layout)  synth area share, %
simple gates                  185             185                 19.7
compound gates                 87              87                 12.7
flops                          86              86                 37.7
buf+inv                        80              87                 9.39
xor+xnor                       39              39                 7.14
mux                            38              38                 8.63
fa+ha+maj                      18              18                 4.71
other cells                     1              24               0.0784
## through the flow
step | instances | setup WS (ps) | cell area [sq um] | utilization (%)
3_5_place_dp | 677 | 1160 | 5110 | 55.3
4_1_cts | 693 | 1500 | 5360 | 58.0
6_report | 693 | 1500 | 5360 | 58.0
3_3_place_gp | 677 | 1160 | 5110 | 55.3
2_1_floorplan | 557 | 1940 | 4870 | -
5_1_grt | 693 | 1160 | 5360 | 58.0
## flip-flops by register name, indices dropped and copies added, names as in the netlist, 4 cells and up
signal / flops
cntout1: 4
HEX5: 7
countt: 24
cntout2: 4
HEX4: 7
count: 20
## cell type report
cell class | instances | area (sq um) | area share (%)
clock buffer | 14 | 184 | 3.43
clock inverter | 2 | 60.1 | 1.12
sequential | 86 | 1800 | 33.6
tap | 129 | 161 | 3.01
timing repair buffer | 44 | 428 | 7.99
multi-input combinational | 391 | 2620 | 48.9
inverter | 27 | 101 | 1.89
## per-layer routing
metal	routed length (um)	up-vias
met1	4330	1699
met3	427	10
met4	123	0
li1	-	1860
met2	4110	70
met5	0	-
## path summary, 6_finish.rpt
path	slack, ps	endpoint
setup / recovery	1500	HEX4[0]
hold reg to reg	460	count[0]
setup reg to reg	1570	HEX5[0]
hold / removal	460	count[0]
## cell usage in the layout (no fill, tap or decap), types with 4 or more instances in the layout
cell	instances
dfxtp_1	78
nor2_1	67
clkdlybuf4s50_1	39
mux2i_1	30
nand2_1	28
inv_1	27
xnor2_1	24
conb_1	24
a211oi_1	20
ha_1	18
nand3_1	17
a21oi_1	16
xor2_1	15
o21ai_0	13
nand4_1	12
nor3_1	11
clkbuf_8	11
nand2b_1	10
edfxtp_1	8
mux2_2	6
a31oi_1	5
o31ai_1	5
or3_1	5
buf_4	5
nor2b_1	4
and3_1	4
or2_2	4
## power groups by stage
stage | Sequential, mW | Clock, mW | Combinational, mW
5_1_grt | 0.654 | 0.590 | 0.0273
6_report | 0.654 | 0.550 | 0.0244
4_1_cts | 0.654 | 0.568 | 0.0245
## critical path, cell delays in order
cell,delay [ps]
clkdlybuf4s50_1,450
nand2b_1,190
or4_4,480
a21oi_4,290
mux2i_1,470
inv_1,160
ha_1,270
or3b_2,470
o221ai_1,90
a21oi_1,100
No activity file was given, so power comes from the tool's default toggle rates.
