`flow/design.v`:
```
module testrom (
   input [3:0] addr,
   output reg [127:0] data
   );
   always @(*) begin
      case (addr)
         4'b0000: data[7:0] = 8'b10111001;
         4'b0001: data[7:0] = 8'b00010101;
         4'b0010: data[7:0] = 8'b00110101;
         4'b0011: data[7:0] = 8'b00011010;
         4'b0100: data[7:0] = 8'b01111110;
         4'b0101: data[7:0] = 8'b10111100;
         4'b0110: data[7:0] = 8'b01110011;
         4'b0111: data[7:0] = 8'b01111011;
         4'b1000: data[7:0] = 8'b01001000;
         4'b1001: data[7:0] = 8'b10100010;
         4'b1010: data[7:0] = 8'b11100001;
         4'b1011: data[7:0] = 8'b11000010;
         4'b1100: data[7:0] = 8'b10111101;
         4'b1101: data[7:0] = 8'b11111110;
         4'b1110: data[7:0] = 8'b01111111;
         default: data[7:0] = 8'b01000001;
      endcase
      case (addr)
         4'b0000: data[15:8] = 8'b01101000;
         4'b0001: data[15:8] = 8'b11001001;
         4'b0010: data[15:8] = 8'b00101101;
         4'b0011: data[15:8] = 8'b00001101;
         4'b0100: data[15:8] = 8'b00001110;
         4'b0101: data[15:8] = 8'b00011000;
         4'b0110: data[15:8] = 8'b10111010;
         4'b0111: data[15:8] = 8'b01110011;
         4'b1000: data[15:8] = 8'b11011101;
         4'b1001: data[15:8] = 8'b01100011;
         4'b1010: data[15:8] = 8'b00100111;
         4'b1011: data[15:8] = 8'b11101001;
         4'b1100: data[15:8] = 8'b11110110;
         4'b1101: data[15:8] = 8'b11001001;
         4'b1110: data[15:8] = 8'b00000101;
         default: data[15:8] = 8'b10101000;
      endcase
      case (addr)
         4'b0000: data[23:16] = 8'b10110111;
         4'b0001: data[23:16] = 8'b01101100;
         4'b0010: data[23:16] = 8'b10101000;
         4'b0011: data[23:16] = 8'b01000010;
         4'b0100: data[23:16] = 8'b10010001;
         4'b0101: data[23:16] = 8'b11000010;
         4'b0110: data[23:16] = 8'b11100011;
         4'b0111: data[23:16] = 8'b01110000;
         4'b1000: data[23:16] = 8'b00000000;
         4'b1001: data[23:16] = 8'b01100010;
         4'b1010: data[23:16] = 8'b11110001;
         4'b1011: data[23:16] = 8'b10010111;
         4'b1100: data[23:16] = 8'b00101101;
         4'b1101: data[23:16] = 8'b10110101;
         4'b1110: data[23:16] = 8'b01111110;
         default: data[23:16] = 8'b01010111;
      endcase
      case (addr)
         4'b0000: data[31:24] = 8'b11010001;
         4'b0001: data[31:24] = 8'b00110110;
         4'b0010: data[31:24] = 8'b01001000;
         4'b0011: data[31:24] = 8'b00001000;
         4'b0100: data[31:24] = 8'b01001010;
         4'b0101: data[31:24] = 8'b01000100;
         4'b0110: data[31:24] = 8'b00001000;
         4'b0111: data[31:24] = 8'b11100001;
         4'b1000: data[31:24] = 8'b00101011;
         4'b1001: data[31:24] = 8'b10011100;
         4'b1010: data[31:24] = 8'b00100110;
         4'b1011: data[31:24] = 8'b00011101;
         4'b1100: data[31:24] = 8'b10101011;
         4'b1101: data[31:24] = 8'b10101010;
         4'b1110: data[31:24] = 8'b01001111;
         default: data[31:24] = 8'b01100011;
      endcase
      case (addr)
         4'b0000: data[39:32] = 8'b01011011;
         4'b0001: data[39:32] = 8'b01100001;
         4'b0010: data[39:32] = 8'b10011011;
         4'b0011: data[39:32] = 8'b11001001;
         4'b0100: data[39:32] = 8'b01110111;
         4'b0101: data[39:32] = 8'b11111110;
         4'b0110: data[39:32] = 8'b10101100;
         4'b0111: data[39:32] = 8'b11011011;
         4'b1000: data[39:32] = 8'b00010100;
         4'b1001: data[39:32] = 8'b01111110;
         4'b1010: data[39:32] = 8'b11111110;
         4'b1011: data[39:32] = 8'b01000110;
         4'b1100: data[39:32] = 8'b11101001;
         4'b1101: data[39:32] = 8'b00101010;
         4'b1110: data[39:32] = 8'b10110100;
         default: data[39:32] = 8'b01101001;
      endcase
      case (addr)
         4'b0000: data[47:40] = 8'b01110000;
         4'b0001: data[47:40] = 8'b10010001;
         4'b0010: data[47:40] = 8'b01111101;
         4'b0011: data[47:40] = 8'b00010000;
         4'b0100: data[47:40] = 8'b11110011;
         4'b0101: data[47:40] = 8'b01110111;
         4'b0110: data[47:40] = 8'b10110110;
         4'b0111: data[47:40] = 8'b11100000;
         4'b1000: data[47:40] = 8'b01101011;
         4'b1001: data[47:40] = 8'b01110111;
         4'b1010: data[47:40] = 8'b01101010;
         4'b1011: data[47:40] = 8'b11101100;
         4'b1100: data[47:40] = 8'b10001110;
         4'b1101: data[47:40] = 8'b00101100;
         4'b1110: data[47:40] = 8'b11011111;
         default: data[47:40] = 8'b10010110;
      endcase
      case (addr)
         4'b0000: data[55:48] = 8'b00111000;
         4'b0001: data[55:48] = 8'b10100010;
         4'b0010: data[55:48] = 8'b01101111;
         4'b0011: data[55:48] = 8'b10111101;
         4'b0100: data[55:48] = 8'b01101110;
         4'b0101: data[55:48] = 8'b00010010;
         4'b0110: data[55:48] = 8'b01011100;
         4'b0111: data[55:48] = 8'b01001011;
         4'b1000: data[55:48] = 8'b10110100;
         4'b1001: data[55:48] = 8'b10011100;
         4'b1010: data[55:48] = 8'b10101011;
         4'b1011: data[55:48] = 8'b01100110;
         4'b1100: data[55:48] = 8'b11111000;
         4'b1101: data[55:48] = 8'b00101101;
         4'b1110: data[55:48] = 8'b11110010;
         default: data[55:48] = 8'b10011100;
      endcase
      case (addr)
         4'b0000: data[63:56] = 8'b01010010;
         4'b0001: data[63:56] = 8'b11110001;
         4'b0010: data[63:56] = 8'b00101010;
         4'b0011: data[63:56] = 8'b11110001;
         4'b0100: data[63:56] = 8'b01100110;
         4'b0101: data[63:56] = 8'b11110100;
         4'b0110: data[63:56] = 8'b11110010;
         4'b0111: data[63:56] = 8'b10101110;
         4'b1000: data[63:56] = 8'b01011100;
         4'b1001: data[63:56] = 8'b01001111;
         4'b1010: data[63:56] = 8'b11111000;
         4'b1011: data[63:56] = 8'b00000101;
         4'b1100: data[63:56] = 8'b00110100;
         4'b1101: data[63:56] = 8'b01001110;
         4'b1110: data[63:56] = 8'b11110010;
         default: data[63:56] = 8'b01101101;
      endcase
      case (addr)
         4'b0000: data[71:64] = 8'b00010111;
         4'b0001: data[71:64] = 8'b01011111;
         4'b0010: data[71:64] = 8'b11101111;
         4'b0011: data[71:64] = 8'b11101000;
         4'b0100: data[71:64] = 8'b01011010;
         4'b0101: data[71:64] = 8'b01110001;
         4'b0110: data[71:64] = 8'b00010101;
         4'b0111: data[71:64] = 8'b01110000;
         4'b1000: data[71:64] = 8'b01101110;
         4'b1001: data[71:64] = 8'b01000011;
         4'b1010: data[71:64] = 8'b10000101;
         4'b1011: data[71:64] = 8'b11011011;
         4'b1100: data[71:64] = 8'b00111110;
         4'b1101: data[71:64] = 8'b01100111;
         4'b1110: data[71:64] = 8'b11011101;
         default: data[71:64] = 8'b10000101;
      endcase
      case (addr)
         4'b0000: data[79:72] = 8'b11110011;
         4'b0001: data[79:72] = 8'b00100011;
         4'b0010: data[79:72] = 8'b10001111;
         4'b0011: data[79:72] = 8'b01001111;
         4'b0100: data[79:72] = 8'b10000101;
         4'b0101: data[79:72] = 8'b00001001;
         4'b0110: data[79:72] = 8'b11000101;
         4'b0111: data[79:72] = 8'b11111100;
         4'b1000: data[79:72] = 8'b00011011;
         4'b1001: data[79:72] = 8'b00011010;
         4'b1010: data[79:72] = 8'b00001001;
         4'b1011: data[79:72] = 8'b00010001;
         4'b1100: data[79:72] = 8'b10101110;
         4'b1101: data[79:72] = 8'b10101011;
         4'b1110: data[79:72] = 8'b11111100;
         default: data[79:72] = 8'b10111010;
      endcase
      case (addr)
         4'b0000: data[87:80] = 8'b11111100;
         4'b0001: data[87:80] = 8'b01111110;
         4'b0010: data[87:80] = 8'b00111000;
         4'b0011: data[87:80] = 8'b10010101;
         4'b0100: data[87:80] = 8'b10110101;
         4'b0101: data[87:80] = 8'b10111100;
         4'b0110: data[87:80] = 8'b00100110;
         4'b0111: data[87:80] = 8'b11000100;
         4'b1000: data[87:80] = 8'b00111100;
         4'b1001: data[87:80] = 8'b10001110;
         4'b1010: data[87:80] = 8'b10100110;
         4'b1011: data[87:80] = 8'b00010110;
         4'b1100: data[87:80] = 8'b00111111;
         4'b1101: data[87:80] = 8'b00010110;
         4'b1110: data[87:80] = 8'b00000111;
         default: data[87:80] = 8'b01111010;
      endcase
      case (addr)
         4'b0000: data[95:88] = 8'b00101110;
         4'b0001: data[95:88] = 8'b11100101;
         4'b0010: data[95:88] = 8'b01001000;
         4'b0011: data[95:88] = 8'b11010100;
         4'b0100: data[95:88] = 8'b01111110;
         4'b0101: data[95:88] = 8'b00101010;
         4'b0110: data[95:88] = 8'b01110011;
         4'b0111: data[95:88] = 8'b11101000;
         4'b1000: data[95:88] = 8'b01101110;
         4'b1001: data[95:88] = 8'b01000101;
         4'b1010: data[95:88] = 8'b01100101;
         4'b1011: data[95:88] = 8'b00010101;
         4'b1100: data[95:88] = 8'b10101001;
         4'b1101: data[95:88] = 8'b01010010;
         4'b1110: data[95:88] = 8'b10100110;
         default: data[95:88] = 8'b10011010;
      endcase
      case (addr)
         4'b0000: data[103:96] = 8'b10111001;
         4'b0001: data[103:96] = 8'b01100001;
         4'b0010: data[103:96] = 8'b01000001;
         4'b0011: data[103:96] = 8'b00111111;
         4'b0100: data[103:96] = 8'b01001101;
         4'b0101: data[103:96] = 8'b11011001;
         4'b0110: data[103:96] = 8'b11000000;
         4'b0111: data[103:96] = 8'b01001011;
         4'b1000: data[103:96] = 8'b00110100;
         4'b1001: data[103:96] = 8'b11001110;
         4'b1010: data[103:96] = 8'b01011111;
         4'b1011: data[103:96] = 8'b11101011;
         4'b1100: data[103:96] = 8'b10100101;
         4'b1101: data[103:96] = 8'b01001100;
         4'b1110: data[103:96] = 8'b00111101;
         default: data[103:96] = 8'b10100011;
      endcase
      case (addr)
         4'b0000: data[111:104] = 8'b00101010;
         4'b0001: data[111:104] = 8'b01101010;
         4'b0010: data[111:104] = 8'b11100110;
         4'b0011: data[111:104] = 8'b01000010;
         4'b0100: data[111:104] = 8'b11110000;
         4'b0101: data[111:104] = 8'b01011001;
         4'b0110: data[111:104] = 8'b10101001;
         4'b0111: data[111:104] = 8'b10101011;
         4'b1000: data[111:104] = 8'b01110110;
         4'b1001: data[111:104] = 8'b00000000;
         4'b1010: data[111:104] = 8'b01010011;
         4'b1011: data[111:104] = 8'b11101011;
         4'b1100: data[111:104] = 8'b11111000;
         4'b1101: data[111:104] = 8'b00101010;
         4'b1110: data[111:104] = 8'b10100101;
         default: data[111:104] = 8'b11011001;
      endcase
      case (addr)
         4'b0000: data[119:112] = 8'b11010010;
         4'b0001: data[119:112] = 8'b01100110;
         4'b0010: data[119:112] = 8'b01101101;
         4'b0011: data[119:112] = 8'b00000011;
         4'b0100: data[119:112] = 8'b01000110;
         4'b0101: data[119:112] = 8'b11110111;
         4'b0110: data[119:112] = 8'b11011101;
         4'b0111: data[119:112] = 8'b00001111;
         4'b1000: data[119:112] = 8'b00011100;
         4'b1001: data[119:112] = 8'b00101101;
         4'b1010: data[119:112] = 8'b11101110;
         4'b1011: data[119:112] = 8'b01000100;
         4'b1100: data[119:112] = 8'b01001111;
         4'b1101: data[119:112] = 8'b00101101;
         4'b1110: data[119:112] = 8'b01000010;
         default: data[119:112] = 8'b01011011;
      endcase
      case (addr)
         4'b0000: data[127:120] = 8'b10001000;
         4'b0001: data[127:120] = 8'b01011111;
         4'b0010: data[127:120] = 8'b00001000;
         4'b0011: data[127:120] = 8'b10001111;
         4'b0100: data[127:120] = 8'b10101111;
         4'b0101: data[127:120] = 8'b10101011;
         4'b0110: data[127:120] = 8'b11011101;
         4'b0111: data[127:120] = 8'b01011100;
         4'b1000: data[127:120] = 8'b01011010;
         4'b1001: data[127:120] = 8'b01000011;
         4'b1010: data[127:120] = 8'b01100101;
         4'b1011: data[127:120] = 8'b10101011;
         4'b1100: data[127:120] = 8'b11101010;
         4'b1101: data[127:120] = 8'b11010000;
         4'b1110: data[127:120] = 8'b11010110;
         default: data[127:120] = 8'b01110110;
      endcase
   end
endmodule       
```
`flow/run.sh`:
```
#!/bin/bash
# OpenROAD 26Q1-2900-gdf79404cd8, Yosys 0.63+post, stock flow scripts
make -C /OpenROAD-flow-scripts/flow DESIGN_CONFIG=/design/flow/config.mk WORK_HOME=/design/flow/orfs finish
```
`flow/config.mk`:
```
export PLATFORM = sky130hd
export DESIGN_NAME = testrom
export DESIGN_NICKNAME = testrom
export VERILOG_FILES = /design/flow/design.v
export SDC_FILE = /design/flow/constraint.sdc
export NUM_CORES = 4
export LEC_CHECK = 1
export CORE_AREA = 10 10 102 102
export DIE_AREA = 0 0 112 112
```
`flow/constraint.sdc`:
```
current_design testrom

set clk_period 2.9
set clk_io_pct 0.2

create_clock -name clk0 -period $clk_period

set non_clock_inputs [all_inputs -no_clocks]
set_input_delay [expr $clk_period * $clk_io_pct] -clock clk0 $non_clock_inputs
set_output_delay [expr $clk_period * $clk_io_pct] -clock clk0 [all_outputs]
```
==> job_summary.md <==
### Yosys + OpenROAD results

| Metric | Value |
|---|---|
| Number of iterations in the first detailed-routing pass | `5` |
| Share of final-layout standard cells stronger than drive strength 1 | `0.253` |
| Unrepaired setup endpoints after global routing | `false` |
| Total Routing Usage GR | `0.192` |
| Most frequent standard cell in the layout excluding fill and tap cells | `clkdlybuf4s50_1` |
| Type of the worst min-delay path | `input port to output port` |
| Startpoint of the worst setup timing path | `addr[3]` |
| Switching fraction of total power | `0.419` |
| Critical Path AT | `2210 ps` |
| Relative contribution of sequential cells to total power | `0` |
| Fill cells | `787` |
| DRC | `0` |
| Post-route cell area | `4210 um^2` |
| Chip height | `112 um` |
| Detailed placement HPWL | `10,400 um` |
| Maximum fanout encountered on the critical timing path | `21` |
| Slew headroom | `0.767` |
| Die Area | `12,500 um^2` |
| First-pass GRT wire length | `19,900 um` |
| Hold violation count in the final report | `0` |
| I/O pins | `132` |
| Count of antenna diodes in the layout | `0` |
| Nature of the critical path startpoint | `input port` |
| Hold Path Origin | `addr[0]` |
| Post-Syn Area | `2130 um^2` |
| Capturing element type of the critical path | `output port` |
| Layout overhead on the synthesized area | `97.3%` |
| Average size of a mapped cell | `5.61 um^2` |
| Slew @ Worst Pin | `348 ps` |
| Total congestion overflow | `0` |
| Post-route antenna net violation count | `0` |
| Via count of the first global-routing pass | `3,528` |
| Setup TNS | `0 ps` |
| Total routed wirelength | `13,000 um` |
| DRC violation total after the first TritonRoute iteration | `303` |
| Post-layout total power | `832 uW` |
| Width of the die | `112 um` |
| Final min period | `2790 ps` |
| Critical path endpoint | `data[33]` |
| Maximum Capacitance Violations | `0` |
| Initial antenna violation count | `0` |
| Static Leakage | `1.73 nW` |
| Type of the worst setup path | `input port to output port` |
| Per-cell routed wire length | `19.9 um` |
| Distinct lib cells used | `42` |
| Cells after Synth | `380` |
| Post-route fraction of the period consumed by the critical path | `0.961` |
| Largest net degree at the start of global routing | `45` |
| Reg area | `0 um^2` |
| Total number of placement rows | `33` |
| Count of input and output buffers | `132` |
| Hold buffer count at CTS | `0` |
| Dpl cells | `652` |
| Routability congestion estimate | `0.960` |
| Setup violators final | `0` |
| Final std cells w/o fill | `654` |
| Core Area | `8220 um^2` |
| OpenROAD warning count | `39` |
| Worst-case vdd ir drop | `0.0955 mV` |
| Init Core Util | `0.259` |
| Yosys cell count | `380` |
| CP required | `2320 ps` |
| Status | `complete, no violations` |
| Highest Clock Rate | `0.359 GHz` |
| Share of total power in combinational logic | `1.000` |
| Power dissipated by switching net loads | `349 uW` |
| Total of clock buffers placed in the layout | `0` |
| Flops | `0` |
| Int Power | `483 uW` |
| Sequential-to-total area share from yosys stat | `0` |
| Number of warnings reported in the yosys synthesis log | `1` |
| Routed via count divided by cell count | `5.48` |
| Cell area after placement | `3940 um^2` |
| Commonest non-fill, non-tap cells in the layout | `clkdlybuf4s50_1 (127), buf_4 (76), a21oi_1 (51)` |
| Pins over their slew limit | `0` |
| Share of total power in the clock network | `0` |
| Final-layout worst hold slack | `1920 ps` |
| Pwr/cell area | `198 nW/um^2` |
| Number of vias after detailed routing | `3,584` |
| Chip Area, Yosys | `2130 um^2` |
-- power groups by stage --
stage	clock network [mW]	logic, mW	registers [mW]
6_report	0	0.832	0
5_1_grt	0	0.899	0
4_1_cts	0	0.828	0
-- worst min path at each step --
stage	end	cells after the start	slack, ps
4_1_cts	data[13]	3	1910
5_1_grt	data[13]	3	1950
6_report	data[63]	5	1920
-- per-stage QoR --
stage                     utilization  worst slack [ps]
final                           0.512               113
after CTS                       0.509              6.60
after global placement          0.480              -502
after detailed placement        0.480              -473
after floorplan                     -               512
after global routing            0.512              47.3
-- metal layers --
layer | global-route usage | part of all wire | vias to the layer above
li1 | - | - | 1706
met1 | 0.246 | 0.41 | 1684
met2 | 0.331 | 0.48 | 179
met3 | 0.0380 | 0.10 | 15
met4 | 0.0245 | 0.012 | 0
met5 | 0 | 0 | -
-- cells in the mapped netlist (all sizes together), types with 2 or more instances --
cell	count	area (um^2)
and2b	6	45.0
a21boi	5	37.5
inv	4	15.0
nor3	11	55.1
nor2	32	128
nand3	16	85.1
o21a	4	30.0
nand2	48	183
a21o	4	30.0
a21oi	57	289
o21bai	3	22.5
a211oi	4	30.0
and3	2	12.5
or2	8	52.6
nand2b	17	106
o21ai	55	279
o211ai	3	22.5
a31oi	21	131
clkbuf	12	45.0
ha	8	100
buf	34	221
o31ai	5	57.6
and2	5	31.3
nor2b	7	43.8
a31o	3	26.3
-- critical path, cell delays in order --
cell and delay, ps:
buf_2 210, buf_6 250, nand2b_1 220, buf_4 170
nand3_1 100, o211ai_1 150, clkdlybuf4s50_1 520
-- logic make-up after synthesis --
logic type               Yosys count  synth area share
AND/OR/NAND/NOR                  154             0.356
adder cells (fa/ha/maj)            8            0.0470
AND-OR/OR-AND                    167             0.460
buffers and inverters             50             0.132
multiplexers                       1           0.00528
-- timing repair --
| item | 4_1_cts | 5_1_grt |
|---|---|---|
| setup buffers | 2 | 0 |
| pin swaps | 2 | 1 |
| setup endpoints to repair | 125 | 65 |
| gates resized | 56 | 16 |
-- area by class of cell --
cell class	instances	area (um^2)	share of cell area
multi-input cells	330	2080	0.494
repair buffers	215	1980	0.471
well taps	105	131	0.0312
inverters	4	15.0	0.00357
Power and IR drop assume default switching activity.
