==> ./config.mk <==
export PLATFORM = sky130hd
export DESIGN_NAME = compare15
export DESIGN_NICKNAME = compare15
export VERILOG_FILES = /design/flow/design.v
export SDC_FILE = /design/flow/constraint.sdc
export NUM_CORES = 4
export LEC_CHECK = 1
export CORE_UTILIZATION = 40
==> ./run.sh <==
#!/bin/bash
# OpenROAD 26Q1-2900-gdf79404cd8, Yosys 0.63+post, stock flow scripts
make -C /OpenROAD-flow-scripts/flow DESIGN_CONFIG=/design/flow/config.mk WORK_HOME=/design/flow/orfs finish
==> ./constraint.sdc <==
current_design compare15

set clk_period 4.3
set clk_io_pct 0.2

create_clock -name clk0 -period $clk_period

set non_clock_inputs [all_inputs -no_clocks]
set_input_delay [expr $clk_period * $clk_io_pct] -clock clk0 $non_clock_inputs
set_output_delay [expr $clk_period * $clk_io_pct] -clock clk0 [all_outputs]
==> ./design.v <==
module compare15(compare_input, in0, in1, in2,
 in3, in4, in5,in6, in7, in8, in9, ina, inb,
 inc, ind, ine, match,num_match_low);
  input  [7:0] compare_input;
  input  [7:0] in0, in1, in2, in3, in4, in5, in6, in7,
              in8, in9, ina, inb, inc, ind, ine;  
  output match;  
  output [3:0] num_match_low;
  reg [14:0] num_match_low0,num_match_low1,num_match_low2,num_match_low3,num_match_low4,
             num_match_low5,num_match_low6,num_match_low7,num_match_low8,num_match_low9,
             num_match_low10,num_match_low11,num_match_low12,num_match_low13,num_match_low14;
  reg [14:0] all;				 
  reg match;
  always@(*)begin
        num_match_low0 = 15'b000_0000_0000_0000;
		  num_match_low1 = 15'b000_0000_0000_0000;
		  num_match_low2 = 15'b000_0000_0000_0000;
		  num_match_low3 = 15'b000_0000_0000_0000;
		  num_match_low4 = 15'b000_0000_0000_0000;
		  num_match_low5 = 15'b000_0000_0000_0000;
		  num_match_low6 = 15'b000_0000_0000_0000;
		  num_match_low7 = 15'b000_0000_0000_0000;
		  num_match_low8 = 15'b000_0000_0000_0000;
		  num_match_low9 = 15'b000_0000_0000_0000;
		  num_match_low10 = 15'b000_0000_0000_0000;
		  num_match_low11 = 15'b000_0000_0000_0000;
		  num_match_low12 = 15'b000_0000_0000_0000;
		  num_match_low13 = 15'b000_0000_0000_0000;
		  num_match_low14 = 15'b000_0000_0000_0000;
		  match=0;
        all= 15'b000_0000_0000_0000;
      if(((~(compare_input)^in0))==8'b1111_1111)begin
		  num_match_low0 = 15'b000_0000_0000_0001;
		  match = 1;
		end
		else if((~((compare_input)^in1))==8'b1111_1111)begin
		  num_match_low1 = 15'b000_0000_0000_0010;
		  match = 1; 
		end
		else if(~((compare_input)^in2)==8'b1111_1111)begin
		  num_match_low2 = 15'b000_0000_0000_0100;
		  match = 1; 
		end
		else if(~((compare_input)^in3)==8'b1111_1111)begin
		  num_match_low3 = 15'b000_0000_0000_1000;
		  match = 1; 
		end
		else if(~((compare_input)^in4)==8'b1111_1111)begin
		  num_match_low4 = 15'b000_0000_0001_0000;
		  match = 1; 
		end
		else if(~((compare_input)^in5)==8'b1111_1111)begin
		  num_match_low5 = 15'b000_0000_0010_0000;
		  match = 1; 
		end
		else if(~((compare_input)^in6)==8'b1111_1111)begin
		  num_match_low6 = 15'b000_0000_0100_0000;
		  match = 1; 
		end
		else if(~((compare_input)^in7)==8'b1111_1111)begin
		  num_match_low7 = 15'b000_0000_1000_0000;
		  match = 1; 
		end
		else if(~((compare_input)^in8)==8'b1111_1111)begin
		  num_match_low8 = 15'b000_0001_0000_0000;
		  match = 1; 
		end
		else if(~((compare_input)^in9)==8'b1111_1111)begin
		  num_match_low9 = 15'b000_0010_0000_0000;
		  match = 1; 
		end
		else if(~((compare_input)^ina)==8'b1111_1111)begin
		  num_match_low10 = 15'b000_0100_0000_0000;
		  match = 1; 
		end
		else if(~((compare_input)^inb)==8'b1111_1111)begin
		  num_match_low11 = 15'b000_1000_0000_0000;
		  match = 1; 
		end
		else if(~((compare_input)^inc)==8'b1111_1111)begin
		  num_match_low12 = 15'b001_0000_0000_0000;
		  match = 1; 
		end
		else if(~((compare_input)^ind)==8'b1111_1111)begin
		  num_match_low13 = 15'b010_0000_0000_0000;
		  match = 1; 
		end
		else if(~((compare_input)^ine)==8'b1111_1111)begin
		  num_match_low14 = 15'b100_0000_0000_0000;
		  match = 1; 
		end
		 all = {num_match_low0}+{num_match_low1}+{num_match_low2}+{num_match_low3}+{num_match_low4}+
             {num_match_low5}+{num_match_low6}+{num_match_low7}+{num_match_low8}+{num_match_low9}+
             {num_match_low10}+{num_match_low11}+{num_match_low12}+{num_match_low13}+{num_match_low14};
  end
pri_encoder pri_encoder1(.binary_out(num_match_low), .encoder_in(all));
endmodule
  module pri_encoder(
  binary_out ,  
  encoder_in    
  );
  output [3:0] binary_out ;
  input [14:0] encoder_in ; 
  reg [3:0] binary_out ;
  always @ (encoder_in)
  begin
    binary_out = 0;
     if (encoder_in[0] == 1) begin
      binary_out = 4'h0; 
     end else if (encoder_in[1] == 1) begin
      binary_out = 4'h1; 
     end else if (encoder_in[2] == 1) begin
      binary_out = 4'h2; 
     end else if (encoder_in[3] == 1) begin
      binary_out = 4'h3; 
     end else if (encoder_in[4] == 1) begin
      binary_out = 4'h4; 
     end else if (encoder_in[5] == 1) begin
      binary_out = 4'h5; 
     end else if (encoder_in[6] == 1) begin
      binary_out = 4'h6; 
     end else if (encoder_in[7] == 1) begin
      binary_out = 4'h7; 
     end else if (encoder_in[8] == 1) begin
      binary_out = 4'h8; 
     end else if (encoder_in[9] == 1) begin
      binary_out = 4'h9; 
     end else if (encoder_in[10] == 1) begin
      binary_out = 4'ha; 
     end else if (encoder_in[11] == 1) begin
      binary_out = 4'hb; 
     end else if (encoder_in[12] == 1) begin
      binary_out = 4'hc; 
     end else if (encoder_in[13] == 1) begin
      binary_out = 4'hd; 
     end else if (encoder_in[14] == 1) begin
      binary_out = 4'he;
     end
  end
  endmodule
==> out/qor.csv <==
metric,value,unit
status,"finished, final reports clean",
GRT Util Overall,22.72,%
antenna fix cells,0,
Log Warnings,33,
sequential share of power,0,%
routability cong.,0.8384,
layout cell share with drive strength beyond 1,5.015,%
DRC,0,
Crit Path Max Fanout,5,
drt total wl,5048,um
die area,4442,um^2
Worst-Margin Slew,0.3957,ns
library cells used by synthesis,26,
Die X-Extent,66.65,um
# Cells Yosys,210,
fin area,3033,um^2
critical path class,in2out,
final setup fails,0,
area grow syn2layout,81.44,%
DR WL/cell,12.98,um
area of the mapped netlist,1672,um^2
Hold Path Class,in2out,
post-synthesis instance total,210,
IO Port Bufs,133,
Power Internal,184.0,uW
remaining antenna violation count,0,
post-synth area from yosys stat,1672,um^2
first-pass GRT wire length,7748,um
Synth mux share,0,%
simple share,22.68,%
"Compound Share, Synth",3.593,%
CP startpoint kind,input port,
num ports,133,
maximum vdd drop,78.94,uV
GRT overflow,0,
PD cells,92.92,nW/um^2
Synth Seq Share,0,%
initial antenna violation count,0,
CP Capture Type,output pin,
Slew headroom,73.38,%
vias in the first global route,1766,
Sw Pwr,97.83,uW
Core Area,4000,um^2
CLK BUF,0,
count of final hold-check violations,0,
Final period util,96.75,%
hpwl dp,4423,um
Mapped Avg Cell Area,7.960,um^2
crit path DRT,3.44,ns
Vias,1856,
Max-Cap Viols,0,
Die Y,66.65,um
setup bufs post-CTS,0,
Sequential Area,0,um^2
RSZ-0062 raised after global routing,no,
# rows,23,
fa+ha+maj area frac,0,%
DRT iter0 DRCs,42,
flop count,0,
Setup TNS,0,ns
FP Util,41.79,%
total leakage power,1.090,nW
Critical Path AT,3.30,ns
largest net degree at the start of global routing,16,
Clk pwr share,0,%
Comb power frac,100.0,%
min Tclk post-route,4.160,ns
placed cell areas,3024,um^2
Sw Share,34.71,%
via/cell ratio,4.771,
"XOR Share, Synth",62.87,%
Syn. warnings,2,
Top logic family,XOR/XNOR gates,
fmax,0.2404,GHz
Slew Limit Fails,0,
DRT Pass-1 Iters,4,
-- metal layers --
layer,vias to the layer above,wire [um],share of wire (%),track usage [%]
met1,801,2134,42,28.92
met2,82,2507,50,42.30
met3,4,362,7.2,1.910
li1,969,-,-,-
met4,0,43,0.85,2.128
met5,-,0,0,0
-- power by group through the flow --
| stage | logic, mW | registers, mW | clock network, mW |
|---|---|---|---|
| finish | 0.282 | 0 | 0 |
| global route | 0.304 | 0 | 0 |
| CTS | 0.284 | 0 | 0 |
-- synthesized netlist by cell type, drive strengths merged --
cell / count / share of area (%)
a21boi: 1 / 0.45
a311oi: 1 / 0.52
a31oi: 1 / 0.37
and2: 1 / 0.37
and4: 1 / 0.52
and4b: 1 / 0.60
buf: 16 / 11
nand2: 8 / 1.8
nand2b: 1 / 0.37
nand3: 2 / 0.60
nand4: 17 / 6.4
nor2: 11 / 2.5
nor3: 2 / 0.60
nor4: 18 / 7.5
o211ai: 1 / 0.45
o21ai: 1 / 0.30
o311ai: 2 / 1.0
o31ai: 1 / 0.45
or2: 3 / 1.1
or3: 1 / 0.37
xnor2: 58 / 30
xor2: 62 / 32
-- repair_timing --
action,4_1_cts,5_1_grt
setup endpoints to repair,0,2
resized,0,2
endpoints found under the hold margin,0,0
hold buffers,0,0
-- kinds of logic (layout without fill, tap and decap cells) --
family                    after synthesis  after routing
buffers and inverters                  16            145
and+or+nand+nor                        66             66
xor gates and xnor gates              120            120
AOI/OAI and AO/OA                       8              8
-- final timing paths --
kind | startpoint | endpoint | depth (start not counted)
setup / recovery | compare_input[2] | num_match_low[3] | 9
hold / removal | in1[1] | num_match_low[0] | 6
-- through the flow --
stage | util (%) | power (mW) | hold WS (ns) | instances | worst slack [ns]
after floorplan | - | 0.1350 | 1.964 | 210 | 1.378
final | 75.82 | 0.2818 | 2.903 | 389 | 0.1396
after CTS | 75.60 | 0.2842 | 2.907 | 389 | 0.09961
after global routing | 75.82 | 0.3035 | 2.976 | 389 | 0.004433
after detailed placement | 75.60 | 0.2830 | 2.905 | 389 | 0.1031
after global placement | 75.60 | 0.2803 | 2.925 | 389 | 0.1343
-- worst max-delay path: stages --
cell             delay (ns)
clkdlybuf4s50_1        0.58
buf_4                  0.20
xnor2_1                0.08
nand4_1                0.09
nor2_1                 0.08
or2_0                  0.22
or3_1                  0.32
nor4_1                 0.33
clkdlybuf4s50_1        0.54
-- area by class of cell --
| class | count | area, um^2 |
|---|---|---|
| multi-input cells | 194 | 1496 |
| fillers | 307 | 967.2 |
| repair buffers | 145 | 1474 |
| well taps | 50 | 62.56 |
-- layout by cell type (no fill, tap or decap) --
master / synthesis / routed
a21boi_0: 1 / 1
a311oi_1: 1 / 1
a31oi_1: 1 / 1
and2_1: 1 / 1
and4_1: 1 / 1
and4b_1: 1 / 1
buf_12: 1 / 4
buf_4: 2 / 8
clkdlybuf4s50_1: 0 / 132
dlymetal6s2s_1: 0 / 1
nand2_1: 8 / 8
nand2b_1: 1 / 1
nand3_1: 2 / 2
nand4_1: 17 / 17
nor2_1: 11 / 11
nor3_1: 2 / 2
nor4_1: 16 / 15
nor4_2: 2 / 3
o211ai_1: 1 / 1
o21ai_0: 1 / 1
o311ai_1: 2 / 2
o31ai_1: 1 / 1
or2_0: 1 / 1
or2_2: 2 / 2
or3_1: 1 / 1
xnor2_1: 58 / 58
xor2_1: 62 / 62
Power and IR drop assume default switching activity.
