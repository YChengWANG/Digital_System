## design.v

```verilog
module fortest(
	input 		          		ADC_CLK_10,
	input 		          		MAX10_CLK1_50,
	input 		          		MAX10_CLK2_50,
	output		     reg [7:0]		HEX0,
	output		     reg [7:0]		HEX1,
	output		     reg [7:0]		HEX2,
	output		     reg [7:0]		HEX3,
	output		     reg [7:0]		HEX4,
	output		     reg [7:0]		HEX5,
	input 		     [1:0]		KEY,
	output		     reg [9:0]		LEDR,
	input 		     [9:0]		SW
);
   reg out0,out1,out2,out3,out4,out5,out6,out7,out8,out9,
	     out10,out11,out12,out13,out14,out15,out16,out17,out18,out19;
	reg reset;
	reg go;
	wire [3:0] clkout; 
   wire clk;
	wire [7:0]countout;
	reg out_reset1;
	reg out_reset2;
	reg [19:0] count,count_c;
	reg [23:0] countt,countt_c;
	wire en_freq4;
	reg [7:0] ssg1;
	reg [7:0] ssg2;
	reg [3:0]cnt;
	reg out_c;
	wire clk_in;
	reg en_increment;
   reg [3:0] cntout1;
	reg [3:0] cntout2;
always @(*)begin
   if ( KEY[0] == 1'b0) out_c = 1'b1;
	else if (KEY[1]==1'b0) out_c = 1'b0;
	else if ( out19 == 1'b1 && SW[9]==0) out_c = 1'b1;
   else if ( out0 == 1'b1 && SW[9]==1) out_c = 1'b1;  
	else out_c = 1'b0;
end
always @(posedge MAX10_CLK1_50) begin
    count <= #1 count_c;
	 countt <= #1 countt_c;
  if(SW[0]==1'b1) begin
      out0 <= #1 1'b0;  	
		out1 <= #1 1'b0;
		out2 <= #1 1'b0;
		out3 <= #1 1'b0;
		out4 <= #1 1'b0;
		out5 <= #1 1'b0;
		out6 <= #1 1'b0;
		out7 <= #1 1'b0;
		out8 <= #1 1'b0;
		out9 <= #1 1'b0;
		out10 <= #1 1'b0;
		out11 <= #1 1'b0;
		out12 <= #1 1'b0;
		out13 <= #1 1'b0;
		out14 <= #1 1'b0;
		out15 <= #1 1'b0;
		out16 <= #1 1'b0;
		out17 <= #1 1'b0;
		out18 <= #1 1'b0;
		out19 <= #1 1'b0;
  end
  else if (  SW[9] == 1'b0) begin
      out0 <= #1 out_c;  	
		out1 <= #1 out0;
		out2 <= #1 out1;
		out3 <= #1 out2;
		out4 <= #1 out3;
		out5 <= #1 out4;
		out6 <= #1 out5;
		out7 <= #1 out6;
		out8 <= #1 out7;
		out9 <= #1 out8;
		out10 <= #1 out9;
		out11 <= #1 out10;
		out12 <= #1 out11;
		out13 <= #1 out12;
		out14 <= #1 out13;
		out15 <= #1 out14;
		out16 <= #1 out15;
		out17 <= #1 out16;
		out18 <= #1 out17;
		out19 <= #1 out18;
  end
  else if (  SW[9] == 1'b1) begin
      out19 <= #1 out_c;  	
		out18 <= #1 out19;
		out17 <= #1 out18;
		out16 <= #1 out17;
		out15 <= #1 out16;
		out14 <= #1 out15;
		out13 <= #1 out14;
		out12 <= #1 out13;
		out11 <= #1 out12;
		out10 <= #1 out11;
		out9 <= #1 out10;
		out8 <= #1 out9;
		out7 <= #1 out8;
		out6 <= #1 out7;
		out5 <= #1 out6;
		out4 <= #1 out5;
		out3 <= #1 out4;
		out2 <= #1 out3;
		out1 <= #1 out2;
		out0 <= #1 out1;
  end
end
always@(*)begin
     HEX0[2:1] = 2'b11;
     HEX0[7:4] = 4'b1111;
     HEX1[2:1] = 2'b11;
     HEX1[7:4] = 4'b1111;
     HEX2[2:1] = 2'b11;
     HEX2[7:4] = 4'b1111;
     HEX3[2:1] = 2'b11;
     HEX3[7:6] = 2'b11;
	  LEDR[0] = out0;
	  LEDR[1] = out1;
	  LEDR[2] = out2;
	  LEDR[3] = out3;
	  LEDR[4] = out4;
	  LEDR[5] = out5;
	  LEDR[6] = out6;
	  LEDR[7] = out7;
	  LEDR[8] = out8;
	  LEDR[9] = out9;
	  HEX0[0] = ~out10;
	  HEX1[0] = ~out11;
	  HEX2[0] = ~out12;
	  HEX3[0] = ~out13;
	  HEX3[5] = ~out14;
	  HEX3[4] = ~out15;
	  HEX3[3] = ~out16;
	  HEX2[3] = ~out17;
	  HEX1[3] = ~out18;
	  HEX0[3] = ~out19;
end
always@(posedge MAX10_CLK1_50)begin
  if(SW[0] == 1'b1)begin
   cntout1 <= #1 4'b0;
	cntout2 <= #1 4'b0;
  end	
  else if (out15 == 1'b1 && SW[9] == 1'b0)begin
   if (cntout1 < 4'hf)cntout1 <= #1 cntout1+1'b1;
	else begin cntout1 <= #1 4'b0; cntout2 <= #1 cntout2+1'b1;end
  end
  else if (out15 == 1'b1 && SW[9] == 1'b1)begin
   if (cntout1==4'h0)
	  begin 
	   cntout1 <= #1 4'hf;
	   if (cntout2==4'h0) cntout2 <= #1 4'hf;
		else cntout2 <= #1 cntout2-1'b1;
	  end
   else  cntout1 <= #1 cntout1-1'b1; 
  end
end
always @(*) begin
   case(cntout1)
	 0: ssg1 = 8'b11000000 ;
	 1: ssg1 = 8'b11111001 ;
	 2: ssg1 = 8'b10100100 ;
	 3: ssg1 = 8'b10110000 ;
	 4: ssg1 = 8'b10011001 ;
	 5: ssg1 = 8'b10010010 ;
	 6: ssg1 = 8'b10000010 ;
	 7: ssg1 = 8'b11111000 ;
	 8: ssg1 = 8'b10000000 ;
	 9: ssg1 = 8'b10010000 ;
	 10: ssg1 = 8'b10001000 ;
	 11: ssg1 = 8'b10000011 ;
	 12: ssg1 = 8'b11000110 ;
	 13: ssg1 = 8'b10100001 ;
	 14: ssg1 = 8'b10000110 ;
	 15: ssg1 = 8'b10001110 ;
	 default begin ssg1 = 8'b11000000 ; end
 endcase
   case(cntout2)
	 0: ssg2 = 8'b11000000 ;
	 1: ssg2 = 8'b11111001 ;
	 2: ssg2 = 8'b10100100 ;
	 3: ssg2 = 8'b10110000 ;
	 4: ssg2 = 8'b10011001 ;
	 5: ssg2 = 8'b10010010 ;
	 6: ssg2 = 8'b10000010 ;
	 7: ssg2 = 8'b11111000 ;
	 8: ssg2 = 8'b10000000 ;
	 9: ssg2 = 8'b10010000 ;
	 10: ssg2 = 8'b10001000 ;
	 11: ssg2 = 8'b10000011 ;
	 12: ssg2 = 8'b11000110 ;
	 13: ssg2 = 8'b10100001 ;
	 14: ssg2 = 8'b10000110 ;
	 15: ssg2 = 8'b10001110 ; 
	 default begin ssg2 = 8'b11000000 ; end
 endcase
end
always@(*)begin
    HEX4 = ssg1;
    HEX5 = ssg2;
end
endmodule
```

## run.sh

```bash
#!/bin/bash
# OpenROAD 26Q1-2900-gdf79404cd8, Yosys 0.63+post, stock flow scripts
make -C /OpenROAD-flow-scripts/flow DESIGN_CONFIG=/design/flow/config.mk WORK_HOME=/design/flow/orfs finish
```

## config.mk

```make
export PLATFORM = sky130hd
export DESIGN_NAME = fortest
export DESIGN_NICKNAME = fortest
export VERILOG_FILES = /design/flow/design.v
export SDC_FILE = /design/flow/constraint.sdc
export NUM_CORES = 4
export LEC_CHECK = 1
export CORE_UTILIZATION = 30
```

## constraint.sdc

```tcl
current_design fortest

set clk_period 5.3
set clk_io_pct 0.2

create_clock -name clk0 -period $clk_period [get_ports {MAX10_CLK1_50}]

set non_clock_inputs [all_inputs -no_clocks]
set_input_delay [expr $clk_period * $clk_io_pct] -clock clk0 $non_clock_inputs
set_output_delay [expr $clk_period * $clk_io_pct] -clock clk0 [all_outputs]
```

==> metrics.yaml <==
clocking:
  clock-sinks: 42
  cts_resized: 0
  ctsHoldBuffers: 0
  cts_tree: "done"
  root_buffer: "clkbuf_8"
  h-tree-depth: 2
  clk_path_buf_depth: 2
  insertion_delay_ns: 0.29
  cts_made_buffers: 5
  postCtsSetupRepairBufs: 0
  clk_pin_slew_worst_paths_ns: 0.08
yosys:
  flop_cell: "dfxtp_1"
  synth.most_common_cell: "dfxtp_1"
  syn_inst: 268
  synthTopCellsByCount: "dfxtp_1, buf_4, nor2_1"
  postSynthAreaPerCell_um2: 8.889
  ys_area_um2: 2382
  synth-edff-count: 0
  synth_top_area_share: 0.3529
  topCellsByArea: "dfxtp_1, buf_4, mux2i_1, ha_1, nor2_1"
  synth_area_um2: 2382
  synthArstFlopShare: 0
  seq_area_frac_synth: 0.3529
  yosys_cells: 268
  yosys_warnings: 1
  ys_types: 46
  numSynthFlops: 42
  top_area_cell: "dfxtp_1"
setup_path:
  r2r_end: "HEX4[5]$_DFF_P_"
  cp_slowest_cell: "o21ai_1"
  cp_cell_sequence: "clkdlybuf4s50_1 -> buf_4 -> nand2b_1 -> mux2i_1 -> o21a_1 -> o21ai_1 -> nor2b_1 -> a22o_1"
  cpPeakStageDelay_ns: 0.70
  r2r_setup_slack_ns: 2.60
  cp.arrival_ns: 3.83
  regToRegStartpoint: "cntout1[0]$_SDFFE_PP0N_"
  rr_worst_depth: 9
  crit_required_ns: 5.49
  setup.worst_path.end_class: "flip-flop"
  critPathLaunchType: "input pin"
  critPathMaxFanout: 26
  crit_type: "in -> reg"
place:
  dp_cells: 389
  place_area_um2: 2679
  portBuffers: 38
  place_hpwl_mm: 2.729
  gpl.final_weighted_congestion: 0.8519
final_layout:
  syn_to_final_growth_pct: 17.07
  drive_gt1_frac: 0.06102
  fin_util: 0.3628
  layout.cells.non_filler: 397
  finalInstanceArea_um2: 2789
job:
  warnings: 47
  cap_viol_max_count: 0
global_route:
  grt_pass1_wl_mm: 6.589
  grt_pass1_vias: 1453
  grt-ovfl-total: 0
  grt_usage: 0.09555
  grt_max_degree: 33
  antenna_found_initial: 0
pwr:
  seqPwrFrac: 0.537
  cell_internal_pwr_uw: 469.4
  fin_total_pwr_uw: 592.4
  pwr-share-clk: 0.421
  combPwrFrac: 0.041
  p_leak_uw: 0.001124
  power_switching_share: 0.2076
  ir_drop_mv: 0.1067
  powerDensity_nw_per_um2: 212.4
  power.net_switching_uw: 123.0
timing:
  skew_ns: 0.008449
  tightest_slew_ns: 0.9101
  clock.fmax_ghz: 0.2748
  maxSlewViolCount: 0
  finalCritPeriodShare: 0.6867
  rsz0062_at_grt: "no"
  hold_viol_final: 0
  min_period_ns: 3.640
  setup_viol: 0
  max_slew_margin: 0.3892
  fin_tns_setup_ns: 0
floorplanning:
  pin_count: 73
  dieHeight_um: 91.11
  die_w_um: 91.11
  core_area_um2: 7687
  rows: 32
  initCoreUtil: 0.3099
  dieArea_um2: 8301
route:
  first_pass_iters: 4
  wl_met2_mm: 1.705
  routedWlPerCell_um: 9.788
  diodes: 0
  num_vias: 1714
  drcViolationCount: 0
  postRouteAntennaNets: 0
  routed.top_layer: "met4"
  wl_met1_mm: 1.929
  vias_per_cell: 4.317
  wl_met3_um: 174
  first_iter_violations: 65
  wl_mm: 3.886
worst_hold_path:
  worst_hold_path.endpoint: "out16$_SDFF_PP0_"
  worstHoldStart: "out17$_SDFF_PP0_"
  holdPathStages: 2
  worstHoldPathType: "reg -> reg"
run_status:
  outcome: "finished clean"
-- stage by stage --
step	setup slack, ns	hold WS, ns
after global placement	1.400	0.4883
after detailed placement	1.367	0.4839
after CTS	1.690	0.4935
after floorplan	2.528	0.4577
after global routing	1.434	0.5197
final	1.660	0.4866
-- state kept, by name (all words and copies together), names as in the netlist, 4 cells and up --
register,flops
cntout1,4
cntout2,4
HEX5,7
HEX4,7
-- worst max path at each step --
| stage | startpoint | endpoint | slack, ns |
|---|---|---|---|
| 4_1_cts | SW[9] | HEX5[5]$_DFF_P_ | 1.69 |
| 5_1_grt | SW[9] | HEX5[0]$_DFF_P_ | 1.43 |
| 6_report | SW[9] | HEX5[5]$_DFF_P_ | 1.66 |
-- metal layers --
metal | track usage | up-vias
met5 | 0 | -
met4 | 0.01587 | 0
met3 | 0.01531 | 5
met2 | 0.1490 | 54
met1 | 0.1443 | 763
li1 | - | 892
-- kinds of logic after synthesis --
group                      after synthesis  synth area share
AOI/OAI and AO/OA                       43            0.1229
xor gates and xnor gates                 4           0.01471
adders and majority gates               16           0.08403
buffers and inverters                   68            0.1707
DFF                                     42            0.3529
muxes                                   27            0.1145
other                                    1          0.001574
and+or+nand+nor                         67            0.1387
-- cells in the final DEF, fill, tap and decap left out, types with 2 or more instances in the layout --
master           netlist  final
nand2b_1               6      6
inv_1                 22     22
o22ai_1                2      2
buf_4                 38      3
nor2_1                27     27
o21ai_1                9      9
a22o_1                 3      3
xnor2_1                2      2
and2_1                 2      2
o21ai_0                2      2
ha_1                  16     16
clkdlybuf4s50_1        0     38
dfxtp_1               42     42
clkbuf_8               0      5
nor2b_1                3      3
xor2_1                 2      2
mux2i_1               25     25
a21oi_2                2      2
a31oi_1                5      5
mux2_2                 2      2
or3_1                  3      3
a211oi_1               5      5
conb_1                 1     24
o211ai_1               2      2
nand2_1               14     14
nand3_1                2      2
and3_1                 2      2
a21oi_1                6      6
-- power by group through the flow --
stage	combinational (µW)	clock, µW	sequential [µW]
final	24.5	250	318
after global routing	27.8	271	319
after CTS	25.0	257	318
-- cell type report --
type | count | area (µm²)
sequential | 42 | 840.8
clock buffer | 6 | 72.57
tap | 102 | 127.6
clock inverter | 2 | 37.54
multi-input combinational | 181 | 1221
fill | 797 | 4898
inverter | 23 | 86.33
timing repair buffer | 41 | 402.9
-- worst max-delay path: cells and delay by family --
| kind | cells | cell delay (ns) |
|---|---|---|
| and+or+nand+nor | 2 | 0.40 |
| AOI/OAI and AO/OA | 3 | 1.16 |
| buffers and inverters | 2 | 1.09 |
| muxes | 1 | 0.12 |
No activity file was given, so power comes from the tool's default toggle rates.
